==> /design/flow/run.sh <==
#!/bin/bash
# OpenROAD 26Q1-2900-gdf79404cd8, Yosys 0.63+post, stock flow scripts
make -C /OpenROAD-flow-scripts/flow DESIGN_CONFIG=/design/flow/config.mk WORK_HOME=/design/flow/orfs finish
==> /design/flow/config.mk <==
export PLATFORM = sky130hd
export DESIGN_NAME = decode
export DESIGN_NICKNAME = decode
export VERILOG_FILES = /design/flow/design.v
export SDC_FILE = /design/flow/constraint.sdc
export NUM_CORES = 4
export LEC_CHECK = 1
export CORE_AREA = 10 10 325 325
export DIE_AREA = 0 0 335 335
==> /design/flow/constraint.sdc <==
current_design decode

set clk_period 13.1
set clk_io_pct 0.2

create_clock -name clk0 -period $clk_period

set non_clock_inputs [all_inputs -no_clocks]
set_input_delay [expr $clk_period * $clk_io_pct] -clock clk0 $non_clock_inputs
set_output_delay [expr $clk_period * $clk_io_pct] -clock clk0 [all_outputs]
==> /design/flow/design.v <==
module decode_mod(
    input [31:0] inst,
    input [31:0] pc,
    output wire write_mem,
    output wire write_regfile,
    output wire mem_to_regfile,
    output wire jal,
    output wire aluimm,
    output wire shift,
    output wire sext,
    output wire [14:0] ALUControl,
    output wire [7:0] mem_control,
    output wire shift_v,
    output wire [31:0] imm,
    output wire [4:0] rd,
    output wire [31:0] bpc,
    output wire [31:0] jpc,
    output wire [4:0] rs,
    output wire [4:0] rt,
    output wire is_branch,
    output wire rd_en,
	output wire rt_en,
	output wire rs_en
);
    wire [5:0] op;
    wire [5:0] func;
    assign op = inst[31:26];
    assign rs = inst[25:21];
    assign rt = inst[20:16];
    assign rd = inst[15:11];
    assign func = inst[5:0];
    wire inst_add;
    wire inst_addi;
    wire inst_addiu;
    wire inst_addu;
    wire inst_clo;
    wire inst_clz;
    wire inst_div;
    wire inst_divu;
    wire inst_madd;
    wire inst_maddu;
    wire inst_msub;
    wire inst_msubu;
    wire inst_mul;
    wire inst_mult;
    wire inst_multu;
    wire inst_slt;
    wire inst_slti;
    wire inst_sltiu;
    wire inst_sltu;
    wire inst_sub;
    wire inst_subu;
    wire inst_beq;
    wire inst_bgez;
    wire inst_bgezal;
    wire inst_bgtz;
    wire inst_blez;
    wire inst_bltz;
    wire inst_bltzal;
    wire inst_bne;
    wire inst_j;
    wire inst_jal;
    wire inst_jalr;
    wire inst_jr;
    wire inst_lb;
    wire inst_lbu;
    wire inst_lh;
    wire inst_lhu;
    wire inst_ll;
    wire inst_lw;
    wire inst_lwl;
    wire inst_lwr;
    wire inst_pref;
    wire inst_sb;
    wire inst_sc;
    wire inst_sh;
    wire inst_sw;
    wire inst_swl;
    wire inst_swr;
    wire inst_sync;
    wire inst_and;
    wire inst_andi;
    wire inst_lui;
    wire inst_nor;
    wire inst_or;
    wire inst_ori;
    wire inst_xor;
    wire inst_xori;
    wire inst_mfhi;
    wire inst_mflo;
    wire inst_movf;
    wire inst_movn;
    wire inst_movt;
    wire inst_movz;
    wire inst_mthi;
    wire inst_mtlo;
    wire inst_sll;
    wire inst_sllv;
    wire inst_sra;
    wire inst_srav;
    wire inst_srl;
    wire inst_srlv;
    wire inst_break;
    wire inst_syscall;
    wire inst_teq;
    wire inst_teqi;
    wire inst_tge;
    wire inst_tgei;
    wire inst_tgeiu;
    wire inst_tgeu;
    wire inst_tlt;
    wire inst_tlti;
    wire inst_tltiu;
    wire inst_tltu;
    wire inst_tne;
    wire inst_tnei;
    wire inst_beql;
    wire inst_bgezall;
    wire inst_bgtzl;
    wire inst_blezl;
    wire inst_bltzall;
    wire inst_bltzl;
    wire inst_bnel;
    wire inst_cache;
    wire inst_eret;
    wire inst_mfc0;
    wire inst_mtc0;
    wire inst_tlbp;
    wire inst_tlbr;
    wire inst_tlbwi;
    wire inst_tlbwr;
    wire inst_wait;
    assign inst_add = (op == 6'd0) & (func == 6'd32);
    assign inst_addi = (op == 6'd8);
    assign inst_addiu = (op == 6'd9);
    assign inst_addu = (op == 6'd0) & (func == 6'd33);
    assign inst_clo = (op == 6'd28) & (func == 6'd33);
    assign inst_clz = (op == 6'd28) & (func == 6'd32);
    assign inst_div = (op == 6'd0) & (func == 6'd26);
    assign inst_divu = (op == 6'd0) & (func == 6'd27);
    assign inst_madd = (op == 6'd28) & (func == 6'd0);
    assign inst_maddu = (op == 6'd28) & (func == 6'd1);
    assign inst_msub = (op == 6'd28) & (func == 6'd4);
    assign inst_msubu = (op == 6'd28) & (func == 6'd5);
    assign inst_mul = (op == 6'd28) & (func == 6'd2);
    assign inst_mult = (op == 6'd0) & (func == 6'd24);
    assign inst_multu = (op == 6'd0) & (func == 6'd25);
    assign inst_slt = (op == 6'd0) & (func == 6'd42);
    assign inst_slti = (op == 6'd10);
    assign inst_sltiu = (op == 6'd11);
    assign inst_sltu = (op == 6'd0) & (func == 6'd43);
    assign inst_sub = (op == 6'd0) & (func == 6'd34);
    assign inst_subu = (op ==6'd0) & (func == 6'd35);
    assign inst_beq = (op == 6'd4);
    assign inst_bgez = (op == 6'd1) & (rt == 5'd1);
    assign inst_bgezal = (op == 6'd1) & (rt == 5'd17);
    assign inst_bgtz = (op == 6'd7) & (rt == 5'd0);
    assign inst_blez = (op == 6'd6) & (rt == 5'd0);
    assign inst_bltz = (op == 6'd1) & (rt == 5'd0);
    assign inst_bltzal = (op == 6'd1) & (rt == 5'd16);
    assign inst_bne = (op == 6'd5);
    assign inst_j = (op == 6'd2);
    assign inst_jal = (op == 6'd3);
    assign inst_jalr = (op == 6'd0) & (func == 6'd9);
    assign inst_jr = (op == 6'd0) & (func == 6'd8);
    assign inst_lb = (op == 6'd32);
    assign inst_lbu = (op == 6'd36);
    assign inst_lh = (op == 6'd33);
    assign inst_lhu = (op == 6'd37);
    assign inst_ll = (op == 6'd48);
    assign inst_lw = (op == 6'd35);
    assign inst_lwl = (op == 6'd34);
    assign inst_lwr = (op == 6'd38);
    assign inst_pref = (op == 6'd51);
    assign inst_sb = (op == 6'd40);
    assign inst_sc = (op == 6'd56);
    assign inst_sh = (op == 6'd41);
    assign inst_sw = (op == 6'd43);
    assign inst_swl = (op == 6'd42);
    assign inst_swr = (op == 6'd46);
    assign inst_sync = (op == 6'd0) & (func == 6'd15);
    assign inst_and = (op == 6'd0) & (func == 6'd36);
    assign inst_andi = (op == 6'd12);
    assign inst_lui = (op == 6'd15);
    assign inst_nor = (op == 6'd0) & (func == 6'd39);
    assign inst_or = (op == 6'd0) & (func == 6'd37);
    assign inst_ori = (op == 6'd13);
    assign inst_xor = (op == 6'd0) & (func == 6'd38);
    assign inst_xori = (op == 6'd14);
    assign inst_mfhi = (op == 6'd0) & (func == 6'd16);
    assign inst_mflo = (op == 6'd0) & (func == 6'd18);
    assign inst_movf = (op == 6'd0) & (func == 6'd1) & (inst[17:16] == 2'b0);
    assign inst_movn = (op == 6'd0) & (func == 6'd11);
    assign inst_movt = (op == 6'd0) & (func == 6'd1) & (inst[17:16] == 2'b1);
    assign inst_movz = (op == 6'd0) & (func == 6'd10);
    assign inst_mthi = (op == 6'd0) & (func == 6'd17);
    assign inst_mtlo = (op == 6'd0) & (func == 6'd18);
    assign inst_sll = (op == 6'd0) & (func == 6'd0); 
    assign inst_sllv = (op == 6'd0) & (func == 6'd4);
    assign inst_sra = (op == 6'd0) & (func == 6'd3);
    assign inst_srav = (op == 6'd0) & (func == 6'd7);
    assign inst_srl = (op == 6'd0) & (func == 6'd2);
    assign inst_srlv = (op == 6'd0) & (func == 6'd6); 
    assign inst_break = (op == 6'd0) & (func == 6'd13);
    assign inst_syscall = (op == 6'd0) & (func == 6'd12);
    assign inst_teq = (op == 6'd0) & (func == 6'd52);
    assign inst_teqi = (op == 6'd1) & (rt == 5'd12);
    assign inst_tge = (op == 6'd0) & (func == 6'd48);
    assign inst_tgei = (op == 6'd1) & (rt == 5'd8);
    assign inst_tgeiu = (op == 6'd10) & (rt == 5'd9);
    assign inst_tgeu = (op == 6'd0) & (func == 6'd49);
    assign inst_tlt = (op == 6'd0) & (func == 6'd50);
    assign inst_tlti = (op == 6'd1) & (rt == 5'd10);
    assign inst_tltiu = (op == 6'd1) & (rt == 5'd11);
    assign inst_tltu = (op == 6'd0) & (func == 6'd51);
    assign inst_tne = (op == 6'd0) & (func == 6'd54);
    assign inst_tnei = (op == 6'd1) & (rt == 5'd18);
    assign inst_beql = (op == 6'd20);
    assign inst_bgezall = (op == 6'd1) & (rt == 5'd19);
    assign inst_bgtzl = (op == 6'd23) & (rt == 5'd0);
    assign inst_blezl = (op == 6'd22) & (rt == 5'd0);
    assign inst_bltzall = (op == 6'd1) & (rt == 5'd18);
    assign inst_bltzl = (op == 6'd1) & (rt == 5'd2);
    assign inst_bnel = (op == 6'd21);
    assign inst_cache = (op == 6'd47);
    assign inst_eret = (op == 6'd16) & (func == 6'd24);
    assign inst_mfc0 = (op == 6'd16) & (rs == 5'd0) & (func == 6'd0);
    assign inst_mtc0 = (op == 6'd16) & (rs == 5'd4) & (func == 6'd0);
    assign inst_tlbp = (op == 6'd16) & (rs == 5'd16) & (func == 6'd8);
    assign inst_tlbr = (op == 6'd16) & (rs == 5'd16) & (func == 6'd1);
    assign inst_tlbwi = (op == 6'd16) & (rs == 5'd16) & (func == 6'd2);
    assign inst_tlbwr = (op == 6'd16) ^ (rs == 5'd16) & (func == 6'd6);
    wire ADDU_inst, ADD_inst, SUB_inst, SUBU_inst, AND_inst, OR_inst, XOR_inst, NOR_inst, SLT_inst, SLTU_inst, SLL_inst, SRL_inst,
         SRA_inst, LUI_inst, JUMP_BRANCH_inst, MULT_inst, MULTU_inst, DIV_inst, DIVU_inst, MFHI_inst, MFLO_inst, MTHI_inst, MTLO_inst;
    assign ADDU_inst = inst_addu | inst_addiu | inst_lw | inst_sw | inst_sb | inst_sh | inst_lb | inst_lbu | inst_lh | inst_lhu;
    assign ADD_inst = inst_add | inst_addi;
    assign SUB_inst = inst_sub;
    assign SUBU_inst = inst_subu;
    assign AND_inst = inst_and | inst_andi;
    assign OR_inst = inst_or | inst_ori;
    assign XOR_inst = inst_xor | inst_xori;
    assign NOR_inst = inst_nor;
    assign SLT_inst = inst_slt | inst_slti;
    assign SLTU_inst = inst_sltu | inst_sltiu;
    assign SLL_inst = inst_sll | inst_sllv;
    assign SRL_inst = inst_srl | inst_srlv;
    assign SRA_inst = inst_sra | inst_srav;
    assign LUI_inst = inst_lui;
    assign JUMP_BRANCH_inst = inst_jr | inst_beq | inst_bne | inst_j | inst_jal | inst_jalr;
    assign MULT_inst = inst_mult;
    assign MULTU_inst = inst_multu;
    assign DIV_inst = inst_div;
    assign DIVU_inst = inst_divu;
    assign MFHI_inst = inst_mfhi;
    assign MFLO_inst = inst_mflo;
    assign MTHI_inst = inst_mthi;
    assign MTLO_inst = inst_mtlo;
    assign ALUControl = {
        ADDU_inst,
        ADD_inst,
        SUB_inst,
        SUBU_inst,
        AND_inst,
        OR_inst,
        XOR_inst,
        NOR_inst,
        SLT_inst,
        SLTU_inst,
        SLL_inst,
        SRL_inst,
        SRA_inst,
        LUI_inst,
        JUMP_BRANCH_inst
    };
    assign write_mem = inst_sw | inst_sb | inst_sh;
    assign write_regfile = inst_add | inst_addu | inst_sub | inst_subu | inst_add | inst_or | inst_xor |
                           inst_nor | inst_slt | inst_sltu | inst_sll | inst_srl | inst_sra | inst_sllv |
                           inst_srlv | inst_srav | inst_addi | inst_addiu | inst_andi | inst_ori | inst_xori |
                           inst_lui | inst_slti | inst_sltiu | inst_jal | inst_mfhi | inst_mflo  | inst_jalr;
    assign mem_to_regfile = inst_lw | inst_lb | inst_lbu | inst_lh | inst_lhu;
    assign jal = inst_jal | inst_jalr;
    assign aluimm = inst_addi | inst_addiu | inst_andi | inst_ori | inst_xori | inst_lui | inst_lw | inst_sw |
                    inst_slti | inst_sltiu | inst_lb | inst_lbu | inst_lh | inst_lhu | inst_sb | inst_sh;
    assign shift = inst_sll | inst_srl | inst_sra | inst_sllv | inst_srlv | inst_srav;
    assign shift_v = inst_sllv | inst_srlv | inst_srav;
    assign sext = inst_addi | inst_lw   | inst_sw   | inst_beq  | inst_bne | inst_slti | inst_sltiu |
                  inst_bgez | inst_bgtz | inst_blez | inst_bltz | inst_lb  | inst_lbu  | inst_sb;  
    assign rd_en = inst_add  | inst_addu | inst_sub | inst_subu | inst_and | inst_or | inst_xor | inst_nor |
                   inst_slt  | inst_sltu | inst_sll | inst_srl | inst_sra | inst_sllv | inst_srlv | inst_srav |
                   inst_mfhi | inst_mflo | inst_jalr | inst_sw | inst_sb;  
    assign rs_en = inst_addu | inst_subu | inst_slt | inst_sltu | inst_jalr | inst_jr | inst_and | inst_nor | inst_or |
                   inst_xor | inst_sllv | inst_srav | inst_srlv | inst_addiu | inst_slti | inst_sltiu | inst_beq | inst_bgez |
                   inst_bgtz | inst_blez | inst_bltz | inst_bne | inst_lw | inst_sw | inst_lb | inst_lbu | inst_sb | inst_andi |
                   inst_ori | inst_xori;
    assign rt_en = inst_addu | inst_subu | inst_slt | inst_sltu | inst_and | inst_nor | inst_or | inst_xor | inst_sll |
                   inst_sllv | inst_sra | inst_srav | inst_srl | inst_srlv | inst_addiu | inst_slti | inst_sltiu | inst_lw |
                   inst_sw | inst_lb | inst_lbu | inst_sb | inst_andi | inst_lui | inst_ori | inst_xori;
    assign bpc = pc + {{14{inst[15]}}, inst[15:0], 2'b00};  
    assign jpc = {pc[31:28], inst[25:0], 2'b00};  
    assign mem_control = {
        inst_lb,
        inst_lbu,
        inst_lh,
        inst_lhu,
        inst_lw,
        inst_sb,
        inst_sh,
        inst_sw
    };
    assign imm = sext ? {{16{inst[15]}}, inst[15:0]} : {16'd0, inst[15:0]};
    assign is_branch = inst_jalr |  inst_jr | inst_beq | inst_bgez | inst_bgtz | inst_blez | inst_bne | inst_j | inst_jal;
endmodule
module decode(
    input wire [31:0] pc0,
    input wire [31:0] inst0,
    input wire [31:0] pc1,
    input wire [31:0] inst1,
    input wire [31:0] pc2,
    input wire [31:0] inst2,
    input wire [31:0] pc3,
    input wire [31:0] inst3,
    output wire write_mem0,
    output wire write_regfile0,
    output wire mem_to_regfile0,
    output wire jal0,
    output wire aluimm0,
    output wire shift0,
    output wire sext0,
    output wire [14:0] ALUControl0,
    output wire [7:0] mem_control0,
    output wire shift_v0,
    output wire [31:0] imm0,
    output wire [4:0] rd0,
    output wire [31:0] bpc0,
    output wire [31:0] jpc0,
    output wire [4:0] rs0,
    output wire [4:0] rt0,
    output wire is_branch0,
    output wire rd_en0,
	output wire rt_en0,
	output wire rs_en0,
    output wire write_mem1,
    output wire write_regfile1,
    output wire mem_to_regfile1,
    output wire jal1,
    output wire aluimm1,
    output wire shift1,
    output wire sext1,
    output wire [14:0] ALUControl1,
    output wire [7:0] mem_control1,
    output wire shift_v1,
    output wire [31:0] imm1,
    output wire [4:0] rd1,
    output wire [31:0] bpc1,
    output wire [31:0] jpc1,
    output wire [4:0] rs1,
    output wire [4:0] rt1,
    output wire is_branch1,
    output wire rd_en1,
	output wire rt_en1,
	output wire rs_en1,
    output wire write_mem2,
    output wire write_regfile2,
    output wire mem_to_regfile2,
    output wire jal2,
    output wire aluimm2,
    output wire shift2,
    output wire sext2,
    output wire [14:0] ALUControl2,
    output wire [7:0] mem_control2,
    output wire shift_v2,
    output wire [31:0] imm2,
    output wire [4:0] rd2,
    output wire [31:0] bpc2,
    output wire [31:0] jpc2,
    output wire [4:0] rs2,
    output wire [4:0] rt2,
    output wire is_branch2,
    output wire rd_en2,
	output wire rt_en2,
	output wire rs_en2,
    output wire write_mem3,
    output wire write_regfile3,
    output wire mem_to_regfile3,
    output wire jal3,
    output wire aluimm3,
    output wire shift3,
    output wire sext3,
    output wire [14:0] ALUControl3,
    output wire [7:0] mem_control3,
    output wire shift_v3,
    output wire [31:0] imm3,
    output wire [4:0] rd3,
    output wire [31:0] bpc3,
    output wire [31:0] jpc3,
    output wire [4:0] rs3,
    output wire [4:0] rt3,
    output wire is_branch3,
    output wire rd_en3,
	output wire rt_en3,
	output wire rs_en3
);
    decode_mod m0(
        .inst(inst0),
        .pc(pc0),
        .write_mem(write_mem0),
        .write_regfile(write_regfile0),
        .mem_to_regfile(mem_to_regfile0),
        .jal(jal0),
        .aluimm(aluimm0),
        .shift(shift0),
        .sext(sext0),
        .ALUControl(ALUControl0),
        .mem_control(mem_control0),
        .shift_v(shift_v0),
        .imm(imm0),
        .rd(rd0),
        .bpc(bpc0),
        .jpc(jpc0),
        .rs(rs0),
        .rt(rt0),
        .is_branch(is_branch0),
        .rd_en(rd_en0),
        .rs_en(rs_en0),
        .rt_en(rt_en0)
    );
    decode_mod m1(
        .inst(inst1),
        .pc(pc1),
        .write_mem(write_mem1),
        .write_regfile(write_regfile1),
        .mem_to_regfile(mem_to_regfile1),
        .jal(jal1),
        .aluimm(aluimm1),
        .shift(shift1),
        .sext(sext1),
        .ALUControl(ALUControl1),
        .mem_control(mem_control1),
        .shift_v(shift_v1),
        .imm(imm1),
        .rd(rd1),
        .bpc(bpc1),
        .jpc(jpc1),
        .rs(rs1),
        .rt(rt1),
        .is_branch(is_branch1),
        .rd_en(rd_en1),
        .rs_en(rs_en1),
        .rt_en(rt_en1)
    );
    decode_mod m2(
        .inst(inst2),
        .pc(pc2),
        .write_mem(write_mem2),
        .write_regfile(write_regfile2),
        .mem_to_regfile(mem_to_regfile2),
        .jal(jal2),
        .aluimm(aluimm2),
        .shift(shift2),
        .sext(sext2),
        .ALUControl(ALUControl2),
        .mem_control(mem_control2),
        .shift_v(shift_v2),
        .imm(imm2),
        .rd(rd2),
        .bpc(bpc2),
        .jpc(jpc2),
        .rs(rs2),
        .rt(rt2),
        .is_branch(is_branch2),
        .rd_en(rd_en2),
        .rs_en(rs_en2),
        .rt_en(rt_en2)
    );
    decode_mod m3(
        .inst(inst3),
        .pc(pc3),
        .write_mem(write_mem3),
        .write_regfile(write_regfile3),
        .mem_to_regfile(mem_to_regfile3),
        .jal(jal3),
        .aluimm(aluimm3),
        .shift(shift3),
        .sext(sext3),
        .ALUControl(ALUControl3),
        .mem_control(mem_control3),
        .shift_v(shift_v3),
        .imm(imm3),
        .rd(rd3),
        .bpc(bpc3),
        .jpc(jpc3),
        .rs(rs3),
        .rt(rt3),
        .is_branch(is_branch3),
        .rd_en(rd_en3),
        .rs_en(rs_en3),
        .rt_en(rt_en3)
    );
endmodule
==> results.yml <==
# generated from flow reports
outcome:
  status: "complete, no violations"
timing:
  post-route-period-util: 0.731
  drv_slew: 0
  hold_viol: 0
  setup_slack_ps: 3520
  rsz0062_at_grt: "no"
  worst_pin_slew_ps: 748
  tns_ps: 0
  fin_hold_ws_ps: 5240
  relSlewSlack: 0.498
  period_minus_slack_ps: 9580
  setup_viol: 0
  fmax_mhz: 104
place:
  routabilityCongestion: 0.967
  port_buffers: 756
  hpwlAfterDp_um: 56200
  placed_cells: 3243
  placed_area_um2: 17100
  pre_cts_slack_ps: 3530
setup_path:
  cp_slowest_stage_delay_ps: 800
  path_cells: "clkdlybuf4s50_1, ha_1, inv_1, fa_1, nor2b_1, o21ai_1, a21oi_1, a221oi_1, buf_4, o21a_1, or3_1, a311oi_1, mux2i_1, o2111ai_1, clkdlybuf4s50_1"
  path_max_fanout: 15
  cp-end-kind: "primary output"
  worstSetupStartpointType: "primary input"
  cp.required_ps: 10480
  cp_common_cell: "clkdlybuf4s50_1"
  cp.arrival_ps: 6960
  path_class: "in2out"
  critPathSlowestCell: "clkdlybuf4s50_1"
synthesis:
  yosysChipArea_um2: 11100
  ys_seq_share: 0
  yosys_cells: 1638
  synth_cell_types: 85
  yosys_warnings: 0
  synth_cells: 1638
  netlist_area_um2: 11100
  syn_avg_cell_area_um2: 6.78
layout:
  layout-drive-gt1-share: 0.0118
  seq_cells: 0
  clkbuf_count: 0
  most-common-layout-cells: "clkdlybuf4s50_1, nor2_1, a21oi_1"
  seqCellArea_um2: 0
  fin_cells: 3245
  syn_to_final_growth_pct: 54.2
  design_area_um2: 17100
  final_common_cell: "clkdlybuf4s50_1"
global_routing:
  grt_pass1_vias: 12000
  track_usage: 0.103
  antenna_found_initial: 7
  grt_pass1_wl_um: 86400
  grt_max_degree: 20
  grt-ovfl-total: 0
routing:
  first_pass_iters: 5
  drt_iter0_markers: 705
  vias: 12400
  via_per_inst: 3.84
  ant_nets: 0
  routedWlPerCell_um: 19.2
  drt-total-wl_um: 62400
  drcViolationCount: 0
pwr:
  cellPowerDensity_nw_per_um2: 42.6
  p_leak_nw: 6.35
  swShare: 0.437
  irDropWorstVdd_uv: 24.2
  p_int_mw: 0.410
  p_sw_mw: 0.318
hold_path:
  hold_path_class: "in2out"
die:
  rows: 115
  die_h_um: 335
  die_width_um: 335
  fp_util: 0.113
  core_um2: 98400
  pin_count: 840
  chip_area_um2: 112000
cts:
  holdBufCountCts: 0
  cts_resized: 0
  cts_setup_buffers: 0
run:
  warning_count: 32
  drv_cap: 0
-- kinds of logic (layout without fill, tap and decap cells) --
logic type	Yosys count	in the layout	synth area share
AND-OR/OR-AND	407	407	0.242
XOR/XNOR	102	102	0.0805
adder cells (fa/ha/maj)	120	120	0.138
buffers and inverters	502	813	0.309
multiplexers	2	2	0.00180
other	1	10	0.000338
AND/OR/NAND/NOR	504	504	0.229
-- per-stage QoR --
stage / total power, mW / util
finish: 0.728 / 0.174
floorplan: 0.326 / -
global route: 0.790 / 0.174
global placement: 0.737 / 0.174
CTS: 0.739 / 0.174
detailed placement: 0.733 / 0.174
-- cell usage after synthesis (all sizes together), types with 21 or more instances --
| cell | instances | area, um^2 |
|---|---|---|
| buf | 413 | 3100 |
| nand3 | 28 | 140 |
| nor2b | 22 | 145 |
| o21a | 21 | 158 |
| xnor2 | 72 | 631 |
| ha | 116 | 1450 |
| clkbuf | 37 | 139 |
| a21o | 46 | 345 |
| nand2b | 38 | 238 |
| a21oi | 121 | 613 |
| nor2 | 168 | 631 |
| o21ai | 75 | 375 |
| nor3 | 24 | 120 |
| inv | 52 | 195 |
| nand2 | 95 | 357 |
| o22ai | 24 | 150 |
| xor2 | 30 | 263 |
-- layout make-up --
| cell class | count | area, um^2 |
|---|---|---|
| antenna | 2 | 5.00 |
| fill | 11100 | 81300 |
| inverter | 52 | 195 |
| multi-input combinational | 1143 | 7690 |
| tap | 1287 | 1610 |
| timing repair buffer | 761 | 7600 |
-- critical path, delay by kind of cell --
kind	cells	cell delay [ps]
buffers and inverters	4	1470
and+or+nand+nor	2	550
adders and majority gates	2	720
AOI/OAI and AO/OA	6	1340
muxes	1	260
-- power groups by stage --
stage / combinational [mW] / clock, mW / sequential, mW
CTS: 0.739 / 0 / 0
global route: 0.790 / 0 / 0
-- path summary, 6_finish.rpt --
path / from / end / slack [ps] / cells past startpoint
worst max-delay path: inst2[0] / bpc2[30] / 3520 / 15
worst min-delay path: pc0[0] / bpc0[0] / 5240 / 0
-- layer usage --
metal	GRT usage	vias to the layer above	share of wire
met1	0.133	5769	0.42
met3	0.0322	37	0.097
met5	0	-	0.00080
li1	-	6022	-
met2	0.172	609	0.47
met4	0.0118	8	0.014
Power and IR drop assume default switching activity.
